## flow/run.sh

```bash
#!/bin/bash
# OpenROAD 26Q1-2900-gdf79404cd8, Yosys 0.63+post, stock flow scripts
make -C /OpenROAD-flow-scripts/flow DESIGN_CONFIG=/design/flow/config.mk WORK_HOME=/design/flow/orfs finish
```

## flow/config.mk

```make
export PLATFORM = sky130hd
export DESIGN_NAME = dispaly_timing_controller
export DESIGN_NICKNAME = dispaly_timing_controller
export VERILOG_FILES = /design/flow/design.v
export SDC_FILE = /design/flow/constraint.sdc
export NUM_CORES = 4
export LEC_CHECK = 1
export CORE_AREA = 10 10 113 113
export DIE_AREA = 0 0 123 123
export SYNTH_HDL_FRONTEND = slang
```

## flow/constraint.sdc

```tcl
current_design dispaly_timing_controller

set clk_period 3.0
set clk_io_pct 0.2

create_clock -name clk0 -period $clk_period [get_ports {clk}]

set non_clock_inputs [all_inputs -no_clocks]
set_input_delay [expr $clk_period * $clk_io_pct] -clock clk0 $non_clock_inputs
set_output_delay [expr $clk_period * $clk_io_pct] -clock clk0 [all_outputs]
```

## flow/design.v

```verilog
module dispaly_timing_controller(
	input clk, rst, 			 
	output hs, vs,  			 
	output active_video_area, 	 
	output [9:0] x, y			 
);
localparam RESET_VALUE = 0;
localparam COUNTER_WIDTH = 10;
localparam PX_BUFFER_LATENCY = 1;	 
localparam HS_POLARITY_POSITIVE = 0;
localparam VS_POLARITY_POSITIVE = 0;
localparam H_TOTAL    = 800;
localparam H_SYNC     = 96;
localparam H_BP       = 40; 
localparam H_L_BORDER = 8;
localparam H_ADDR_DUR = 640;
localparam H_R_BORDER = 8;
localparam H_FP       = 8;
localparam V_TOTAL      = 525;
localparam V_SYNC       = 2;
localparam V_BP         = 25;
localparam V_TOP_BORDER = 8;
localparam V_ADDR_DUR   = 480;
localparam V_BT_BORDER  = 8;
localparam V_FP         = 2;
wire vert_tick, hor_act, vert_act;
wire [COUNTER_WIDTH-1:0] hor_ctr_q, vert_ctr_q;
(* translate_off *)	 
    enum integer { SYNC=0, BACK_PORCH=1, LEFT_TOP_BORDER=2, ADDRESSABLE_TIME=3, RIGHT_BOT_BORDER=4, FRONT_PORCH=5 } state_hor, state_vert;
	always@(*)begin
		if 	    (  hor_ctr_q < H_SYNC ) 									 state_hor = SYNC;
		else if ( (hor_ctr_q >= H_SYNC) && (hor_ctr_q < H_BP + H_SYNC)) state_hor = BACK_PORCH;
		else if ( (hor_ctr_q >= H_BP + H_SYNC) && (hor_ctr_q < H_BP + H_SYNC + H_L_BORDER)) state_hor = LEFT_TOP_BORDER;
		else if ( (hor_ctr_q >= H_BP + H_SYNC + H_L_BORDER) && (hor_ctr_q < H_BP + H_SYNC + H_L_BORDER + H_ADDR_DUR)) state_hor = ADDRESSABLE_TIME;
		else if ( (hor_ctr_q >= H_BP + H_SYNC + H_L_BORDER + H_ADDR_DUR) && (hor_ctr_q < H_BP + H_SYNC + H_L_BORDER + H_ADDR_DUR + H_R_BORDER)) state_hor = RIGHT_BOT_BORDER;
		else if ( (hor_ctr_q >= H_BP + H_SYNC + H_L_BORDER + H_ADDR_DUR + H_R_BORDER) && (hor_ctr_q < H_BP + H_SYNC + H_L_BORDER + H_ADDR_DUR + H_R_BORDER + H_FP)) state_hor = FRONT_PORCH;
	end
	always@(*)begin
		if 	    (  vert_ctr_q < V_SYNC ) 									 state_vert = SYNC;
		else if ( (vert_ctr_q >= V_SYNC) && (vert_ctr_q < V_BP + V_SYNC)) state_vert = BACK_PORCH;
		else if ( (vert_ctr_q >= V_BP + V_SYNC) && (vert_ctr_q < V_BP + V_SYNC + V_TOP_BORDER)) state_vert = LEFT_TOP_BORDER;
		else if ( (vert_ctr_q >= V_BP + V_SYNC + V_TOP_BORDER) && (vert_ctr_q < V_BP + V_SYNC + V_TOP_BORDER + V_ADDR_DUR)) state_vert = ADDRESSABLE_TIME;
		else if ( (vert_ctr_q >= V_BP + V_SYNC + V_TOP_BORDER + V_ADDR_DUR) && (vert_ctr_q < V_BP + V_SYNC + V_TOP_BORDER + V_ADDR_DUR + V_BT_BORDER)) state_vert = RIGHT_BOT_BORDER;
		else if ( (vert_ctr_q >= V_BP + V_SYNC + V_TOP_BORDER + V_ADDR_DUR + V_BT_BORDER) && (vert_ctr_q < V_BP + V_SYNC + V_TOP_BORDER + V_ADDR_DUR + V_BT_BORDER + V_FP)) state_vert = FRONT_PORCH;
	end
(* translate_on *)  
assign vert_tick = (hor_ctr_q == H_TOTAL-1);
assign hs = (hor_ctr_q < H_SYNC) ? (HS_POLARITY_POSITIVE) : (!HS_POLARITY_POSITIVE);
assign hor_act = (hor_ctr_q >= (H_SYNC + H_BP + H_L_BORDER - PX_BUFFER_LATENCY)) && (hor_ctr_q < H_SYNC + H_BP + H_L_BORDER + H_ADDR_DUR - PX_BUFFER_LATENCY);
assign x = ((hor_ctr_q >= H_SYNC + H_BP + H_L_BORDER - PX_BUFFER_LATENCY) && (hor_ctr_q < H_SYNC + H_BP + H_L_BORDER + H_ADDR_DUR - PX_BUFFER_LATENCY)) ? (hor_ctr_q - H_SYNC - H_BP - H_L_BORDER + PX_BUFFER_LATENCY) : (0);
assign vs = (vert_ctr_q < V_SYNC) ? (VS_POLARITY_POSITIVE) : (!VS_POLARITY_POSITIVE);
assign vert_act = (vert_ctr_q >= (V_SYNC + V_BP + V_TOP_BORDER)) && (vert_ctr_q < V_SYNC + V_BP + V_TOP_BORDER + V_ADDR_DUR);
assign y = ((vert_ctr_q >= V_SYNC + V_BP + V_TOP_BORDER ) && (vert_ctr_q < V_SYNC + V_BP + V_TOP_BORDER + V_ADDR_DUR )) ? (vert_ctr_q - V_SYNC - V_BP - V_TOP_BORDER ) : (0);
px_counter  #(.COUNTER_WIDTH(COUNTER_WIDTH), .TERMINAL_COUNT_VAL(H_TOTAL-1), .RESET_VALUE(RESET_VALUE)) hor_counter  (.clk(clk), .rst(rst), .en(1'b1), .q(hor_ctr_q));
px_counter  #(.COUNTER_WIDTH(COUNTER_WIDTH), .TERMINAL_COUNT_VAL(V_TOTAL-1), .RESET_VALUE(RESET_VALUE)) vert_counter (.clk(clk), .rst(rst), .en(vert_tick), .q(vert_ctr_q));
assign active_video_area = hor_act & vert_act;
endmodule
module px_counter
  #(
	parameter COUNTER_WIDTH = 8,
	parameter TERMINAL_COUNT_VAL = 1024,
	parameter RESET_VALUE = 0
   )
   (
    input clk, rst, en,
	output [COUNTER_WIDTH-1:0] q
);
reg [COUNTER_WIDTH-1:0] count_ff, count_d;
assign q = count_ff;
always @(*) begin
	count_d = count_ff;
	if (en) begin
		if (count_ff == TERMINAL_COUNT_VAL)
			count_d = RESET_VALUE;
		else
			count_d = count_ff + 1;
	end
end
always @(posedge clk) begin
	if (rst) begin
		count_ff <= RESET_VALUE;
	end
	else begin
		count_ff <= count_d;
	end
end
endmodule
```

==> flow_metrics.py <==
# Physical implementation metrics
metrics = {
    "status": {
        "status": "finished clean",
    },
    "logic_synthesis": {
        "synth.yosys.num_cells": 187,
        "synthDominantCellAreaShare_pct": 29.1,
        "postSynthCellCount": 187,
        "number_of_enable_type_register_cells_in_the_synthesized_netlist": 0,
        "synthDistinctLibCells": 41,
        "synth.yosys.warnings": 0,
        "avgSynthCellArea_um2": 7.35,
        "yosysChipArea_mm2": 0.00137,
        "ys_ff": 20,
        "postSynth.asyncResetShare_pct": 0,
        "synth_top_flop_cell": "dfxtp_1",
        "synth.yosys.seq_area_share_pct": 29.1,
        "netlist_top_cells_count": "34 x nor2_1, 20 x dfxtp_1, 13 x nand2_1",
        "synth.top_cells.by_area": "dfxtp_1 29%, nor2_1 9.3%, xnor2_1 7.7%",
        "yosysTopAreaCell": "dfxtp_1",
        "mappedNetlistArea_mm2": 0.00137,
        "top_cell": "nor2_1",
    },
    "cts": {
        "clk_root_buffer_cell": "clkbuf_8",
        "cts_tree": "yes",
        "cts.clk_slew.worst_paths_ns": 0.07,
        "cts.repair_timing.setup_buffer_count": 0,
        "cts-htree-levels": 1,
        "cts_max_path_buffers": 2,
        "cts_sinks": 20,
        "clk_latency_ns": 0.25,
        "numCtsBuffers": 3,
        "cts.hold.buffers_added": 0,
    },
    "routing": {
        "num_vias": 1357,
        "drtIter0Drc": 142,
        "wl_per_cell_um": 10.6,
        "num_antenna_cells": 0,
        "wirelength_um": 3610,
        "drt_pre_antenna_iters": 4,
        "remaining_drc_errors": 0,
        "postRouteAntennaNets": 0,
        "routed_via_density": 3.98,
    },
    "critical_path": {
        "worstPathArrival_ns": 2.24,
        "crit_type": "flip-flop to output pin",
        "setup.worst_path.end_class": "output pin",
        "cp_max_fo": 8,
        "worst_r2r_path_depth": 5,
        "cp_data_required_time_ns": 2.40,
        "regToRegEndpoint": "vert_counter.q[4]",
        "worstSetupStartpointType": "flip-flop",
        "regToRegSetupSlack_ns": 0.90,
        "reg2reg_from": "hor_counter.q[4]",
    },
    "timing": {
        "fin_worst_hold_slack_ns": 0.448,
        "worst_clock_skew_ns": 0.00121,
        "max_clock_freq_mhz": 352,
        "setup_viol": 0,
        "min_period_ns": 2.84,
        "timing_max_transition_violations_final": 0,
        "min_period_over_period_pct": 94.8,
        "slew-limit-headroom_pct": 61.6,
        "final_hold_viol_count": 0,
        "slew_at_the_pin_closest_to_its_max_slew_limit_ns": 0.575,
    },
    "floorplan": {
        "floorplan.die_area_mm2": 0.0151,
        "fp.coreArea_mm2": 0.0103,
        "initial_core_util_pct": 13.3,
        "floorplan.die.height_um": 123,
        "floorplan.rows": 37,
        "io_pins": 25,
        "die_width_um": 123,
    },
    "worst_hold_path": {
        "worst_hold_path.endpoint": "hor_counter.q[0]",
        "hold_crit_path_type": "flip-flop to flip-flop",
        "min_from": "hor_counter.q[0]",
        "count_of_cells_along_the_worst_hold_path": 1,
    },
    "placed_design": {
        "buffer_ports.inserted": 24,
        "postPlaceCellArea_mm2": 0.00175,
        "hpwlAfterDp_um": 2690,
        "final_weighted_congestion_in_routability_driven_placement": 0.866,
    },
    "cells_and_area": {
        "finalInstanceArea_mm2": 0.00185,
        "proportion_of_layout_cells_with_a_drive_suffix_above_1_pct": 8.78,
        "syn2layout_area_growth_pct": 34.9,
    },
    "global_route": {
        "grt_antenna_before_repair": 0,
        "grt_overflow_total": 0,
        "largest_net_degree_at_the_start_of_global_routing": 14,
        "wire_length_of_the_first_global_routing_pass_um": 6230,
        "first_global_vias": 1266,
        "gr-usage-all-layers_pct": 4.85,
    },
    "pwr": {
        "peak_supply_drop_v": 0.000235,
        "power-per-cell-area_mw_per_mm2": 264,
        "pleak_uw": 0.000624,
    },
    "flow_run": {
        "cap_violations": 0,
        "warnings": 26,
    },
}
==> logic make-up (layout without fill, tap and decap cells) <==
logic type | count (synthesis) | count (layout) | synth area share (%)
xor+xnor | 18 | 18 | 11.5
flops | 20 | 20 | 29.1
fa+ha+maj | 3 | 3 | 2.73
simple gates | 97 | 97 | 36.2
compound gates | 27 | 27 | 13.0
buf+inv | 22 | 40 | 7.38
==> how the worst max path moves through the flow <==
stage	from	end	slack, ns	cells after the start
global route	vert_counter.q[0]	active_video_area	-0.06	8
CTS	vert_counter.q[0]	active_video_area	0.02	8
finish	vert_counter.q[0]	active_video_area	0.16	8
==> where the power goes <==
part / total [uW] / leakage, uW / internal (uW) / switching, uW
Sequential: 272 / 0.000162 / 269 / 3.40
Combinational: 13.6 / 0.000433 / 5.26 / 8.34
Clock: 202 / 0.0000288 / 117 / 85.7
==> metal layers <==
layer,routed length [um],GRT usage [%],share of wire [%],up-vias
li1,-,-,-,691
met1,1680,6.81,47,631
met2,1670,7.56,46,35
met3,256,1.62,7.1,0
met4,0,0,0,0
met5,0,0,0,-
==> layout make-up <==
class,count,area (um2)
clock buffer,4,55.1
fill,1139,8470
inverter,6,22.5
multi-input combinational,145,918
sequential,20,402
tap,136,170
timing repair buffer,30,285
==> flip-flops by register name (all words and copies together) (netlist names) <==
register and cells:
hor_counter.q 10, vert_counter.q 10
==> metrics by stage <==
step | worst slack [ns] | TNS (ns) | util [%] | power [uW] | cells
final | 0.157 | 0 | 17.9 | 488 | 341
after global routing | -0.0610 | -0.238 | 17.9 | 510 | 341
after CTS | 0.0225 | 0 | 17.5 | 496 | 341
after global placement | 0.215 | 0 | 17.0 | 292 | 337
after detailed placement | 0.228 | 0 | 17.0 | 292 | 337
after floorplan | 0.672 | 0 | - | 286 | 187
==> layout by cell type, fill, tap and decap left out, types with 2 or more instances in the layout <==
| master | n |
|---|---|
| and4_1 | 2 |
| or4_1 | 4 |
| xnor2_1 | 12 |
| nand4_1 | 4 |
| inv_1 | 6 |
| dfxtp_1 | 19 |
| nor4_1 | 4 |
| nand2b_1 | 2 |
| nand4b_1 | 2 |
| nand2_1 | 13 |
| xor2_1 | 6 |
| clkdlybuf4s50_1 | 24 |
| and3_1 | 2 |
| nand3_1 | 12 |
| nor3_1 | 5 |
| clkbuf_8 | 4 |
| nand3b_1 | 2 |
| a21oi_1 | 11 |
| buf_4 | 6 |
| nor2b_1 | 2 |
| nor4_4 | 2 |
| nor2_1 | 34 |
| o31ai_1 | 4 |
==> worst max-delay path: stages, from the launching register on <==
cell             delay [ns]
dfxtp_1                0.40
ha_4                   0.24
o41ai_1                0.24
buf_4                  0.18
nand2_1                0.05
a21boi_1               0.19
buf_4                  0.19
nor2_1                 0.07
clkdlybuf4s50_1        0.42
==> repair_timing <==
item                                    in CTS  in global routing
gates resized                                1                  9
endpoints found under the setup margin       1                 16
pin swaps                                    0                  0
Power and IR drop assume default switching activity.
